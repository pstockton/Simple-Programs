`/design/flow/config.mk`:
```
export PLATFORM = sky130hd
export DESIGN_NAME = CLA8bit
export DESIGN_NICKNAME = CLA8bit
export VERILOG_FILES = /design/flow/design.v
export SDC_FILE = /design/flow/constraint.sdc
export NUM_CORES = 4
export LEC_CHECK = 1
export CORE_AREA = 10 10 70 70
export DIE_AREA = 0 0 80 80
```
`/design/flow/constraint.sdc`:
```
current_design CLA8bit

set clk_period 4.0
set clk_io_pct 0.2

create_clock -name clk0 -period $clk_period

set non_clock_inputs [all_inputs -no_clocks]
set_input_delay [expr $clk_period * $clk_io_pct] -clock clk0 $non_clock_inputs
set_output_delay [expr $clk_period * $clk_io_pct] -clock clk0 [all_outputs]
```
`/design/flow/design.v`:
```
`timescale 1ns / 1ps
module CLA8bit(
    input [7:0] A, B,
    input Cin,
    output [7:0] S,
    output Cout, GG, PG);
    wire C_out;
    wire [1:0] Pgi, Ggi;
    CLA4bit CLA0 (A[3:0], B[3:0], Cin, S[3:0], C_out, Ggi[0], Pgi[0]);
    CLA4bit CLA1 (A[7:4], B[7:4], C_out, S[7:4], Cout, Ggi[1], Pgi[1]);
    assign PG = Pgi[1] & Pgi[0];     
    assign GG = Ggi[1] | Pgi[1] & Ggi[0];    
endmodule
module CLA4bit(input [3:0] A, B, input Cin,
    output [3:0] S, output Cout, GG, PG);
    wire [3:0] G, P, S, C;
    partialFullAdder pFA0 (A[0], B[0], Cin, G[0], S[0], P[0]);
    partialFullAdder pFA1 (A[1], B[1], C[0], G[1], S[1], P[1]);
    partialFullAdder pFA2 (A[2], B[2], C[1], G[2], S[2], P[2]);
    partialFullAdder pFA3 (A[3], B[3], C[2], G[3], S[3], P[3]);
    assign Cout = C[3];
    Logic L0 (G[3:0],P[3:0],Cin,Cout,Pg,Gg,C[3:0]);
    assign GG = G[3] | (P[3] & G[2]) | (P[3] & P[2] & G[1]) | (P[3] & P[2] & P[1] & G[0]);
    assign PG = P[3] & P[2] & P[1] & P[0];
endmodule
module partialFullAdder(input A, B, Cin,
    output G, S, P);
    wire G, S, P;
    assign G = A & B;    
    assign P = A ^ B;    
    assign S = A ^ B ^ Cin;  
endmodule
module Logic(
    input [3:0] G, P, input Cin,
    output Cout, PG, GG, output [3:0]C);
    wire [3:0] C;
    assign C[0]= G[0] | P[0] & Cin;  
    assign C[1]= G[1] | P[1] & G[0] | P[1] & P[0] & Cin;
    assign C[2]= (G[2] | P[2] & G[1]) | (P[2] & P[1] & G[0]) | (P[2] & P[1] & P[0] & Cin);
    assign C[3]= G[3] | P[3] & G[2] | P[3] & P[2] & G[1] | P[3] & P[2] & P[1] & G[0] | P[3] & P[2] & P[1] & Cin;
endmodule
```
`/design/flow/run.sh`:
```
#!/bin/bash
# OpenROAD 26Q1-2900-gdf79404cd8, Yosys 0.63+post, stock flow scripts
make -C /OpenROAD-flow-scripts/flow DESIGN_CONFIG=/design/flow/config.mk WORK_HOME=/design/flow/orfs finish
```
==> Implementation_results.wiki <==
== Flow metrics ==
{| class="wikitable"
! Metric !! Value
|-
| Run status || complete, no violations
|-
| Maximum fanout encountered on the critical timing path || 6
|-
| CTS resizes || 0
|-
| Cell type with the largest total area after synthesis || sky130_fd_sc_hd__ha_1
|-
| Largest net degree at the start of global routing || 9
|-
| Area figure in the yosys stat output || 454.2 um2
|-
| Post-layout worst setup margin || 0.3275 ns
|-
| Cell area reported after detailed placement || 732.0 um2
|-
| Count of synthesis-stage warnings from yosys || 2
|-
| GRT Total Usage || 3.445%
|-
| Start-to-end type of the worst setup path || primary input to primary output
|-
| Slowest Stage Delay on Critical Path || 0.49 ns
|-
| Unrepaired setup endpoints after global routing || no
|-
| Synth Area per Inst || 8.411 um2
|-
| DR iter-0 viols || 37
|-
| Setup crit start kind || primary input
|-
| Final period demand of the worst path || 3.672 ns
|-
| Pwr Density || 155.0 mW/mm2
|-
| Number of flip-flops and latches || 0
|-
| Number of global-route vias before repair || 470
|-
| Main area contributors after synthesis || sky130_fd_sc_hd__ha_1, sky130_fd_sc_hd__buf_4, sky130_fd_sc_hd__xnor2_1
|-
| Setup violation total in the final timing report || 0
|-
| Arrival time at the worst endpoint || 2.87 ns
|-
| Sequential area share after synthesis || 0%
|-
| First-pass GRT wire length || 1932 um
|-
| Fraction of layout cells with a size suffix above 1 || 6.757%
|-
| Antenna Diode Count || 0
|-
| Worst slew margin || 82.07%
|-
| Path class of the lowest-slack min-delay path || primary input to primary output
|-
| Tally of nets with antenna violations remaining after routing || 0
|-
| Init Core Util || 13.30%
|-
| Clock buffer count || 0
|-
| # port buffers || 28
|-
| Critical path's most frequent cell || sky130_fd_sc_hd__clkdlybuf4s50_1
|-
| Number of fill cells || 384
|-
| Worst Hold Margin || 2.689 ns
|-
| Kind of end point of the critical path || primary output
|-
| Initial antenna violation count || 0
|-
| Die outline area || 0.006400 mm2
|-
| DP Cell Count || 120
|-
| Number of gates on the worst path with buffers counted || 7
|-
| OpenROAD warnings || 32
|-
| Required time reported for the critical path endpoint || 3.20 ns
|-
| Final hold violation count || 0
|-
| Cell type of the slowest stage on the worst timing path || sky130_fd_sc_hd__clkdlybuf4s50_1
|-
| Synthesis-to-layout area growth || 61.16%
|-
| DRC violations left || 0
|-
| Critical path capture point || S[6]
|-
| Worst-path cell chain || clkdlybuf4s50_1 -> ha_1 -> a21oi_2 -> nand3_4 -> and4_1 -> nor3_2 -> clkdlybuf4s50_1
|-
| Post-layout total power || 0.1135 mW
|-
| Worst path bufs/invs || 2
|-
| Setup slack at placement || 0.3078 ns
|-
| Post-synth top cells || sky130_fd_sc_hd__buf_4, sky130_fd_sc_hd__ha_1, sky130_fd_sc_hd__inv_1, sky130_fd_sc_hd__xnor2_1
|-
| Row cnt || 21
|-
| Iteration count of the initial detailed-routing pass || 2
|-
| Total Routed Length || 1168 um
|-
| Vias post-DR || 436
|-
| Average via count per standard cell || 3.633
|-
| Setup crit start || A[3]
|-
| Largest voltage drop on the vdd net || 24.60 uV
|-
| Setup TNS Final || 0 ns
|-
| Slew of the pin with the lowest slew margin || 0.2689 ns
|-
| Remaining global-route overflow || 0
|-
| Static Leak || 0.2869 nW
|-
| Floorplan die height || 80 um
|-
| Total half-perimeter wirelength after legalization and detailed placement || 1094 um
|-
| Setup Buffers After CTS || 0
|-
| Global placement routability congestion || 0.7524
|-
| Max-cap violations || 0
|-
| Cell total in the yosys stat output || 54
|-
| Largest type area fraction || 22.04%
|-
| Total area of sequential cells || 0 um2
|-
| Critical path's top delay family || buffers and inverters
|-
| Final std cells w/o fill || 120
|-
| Worst hold stages || 5
|-
| Non-Filler Cell Area, Final || 732.0 um2
|-
| Quantity of hold-fixing buffers added after cts || 0
|-
| # IOs || 28
|-
| Share of the clock period used by the worst path after layout || 91.81%
|-
| Avg WL per Cell || 9.733 um
|-
| DIE WIDTH || 80 um
|-
| Mapped Area || 454.2 um2
|-
| Highest achievable clock rate || 272.3 MHz
|-
| Area of the core || 0.003416 mm2
|-
| Post-layout utilization of the core || 21.43%
|-
| Post-synthesis cell type count || 23
|-
| Number of slew-limit violations in the final report || 0
|-
| Instance count of the mapped netlist || 54
|}
## worst min-delay path by stage
stage / slack, ns / to / start
CTS: 2.71 / S[0] / B[0]
global route: 2.78 / S[0] / B[0]
finish: 2.69 / S[0] / B[0]
## where the power goes
part           total (mW)  internal, mW  switching, mW
registers               0             0              0
clock network           0             0              0
logic               0.113        0.0726         0.0409
## placed cells by master, fill, tap and decap left out
| master | instances |
|---|---|
| sky130_fd_sc_hd__clkdlybuf4s50_1 | 28 |
| sky130_fd_sc_hd__ha_1 | 8 |
| sky130_fd_sc_hd__inv_1 | 5 |
| sky130_fd_sc_hd__xnor2_1 | 4 |
| sky130_fd_sc_hd__nand4_1 | 3 |
| sky130_fd_sc_hd__a21oi_1 | 3 |
| sky130_fd_sc_hd__nand3_1 | 3 |
| sky130_fd_sc_hd__nand2_1 | 3 |
| sky130_fd_sc_hd__xor2_1 | 2 |
| sky130_fd_sc_hd__a41oi_1 | 2 |
| sky130_fd_sc_hd__nor2_1 | 1 |
| sky130_fd_sc_hd__a21o_1 | 1 |
| sky130_fd_sc_hd__o21bai_1 | 1 |
| sky130_fd_sc_hd__a21oi_2 | 1 |
| sky130_fd_sc_hd__o2111ai_2 | 1 |
| sky130_fd_sc_hd__nand3_4 | 1 |
| sky130_fd_sc_hd__nand3b_1 | 1 |
| sky130_fd_sc_hd__and4_1 | 1 |
| sky130_fd_sc_hd__a2111oi_4 | 1 |
| sky130_fd_sc_hd__or3_1 | 1 |
| sky130_fd_sc_hd__nor3_2 | 1 |
| sky130_fd_sc_hd__o21ai_1 | 1 |
| sky130_fd_sc_hd__fa_1 | 1 |
## area by class of cell
cell class | count | area [um2] | area share, %
multi-input combinational | 41 | 375.4 | 51.28
tap | 46 | 57.56 | 7.863
inverter | 5 | 18.77 | 2.564
timing repair buffer | 28 | 280.3 | 38.29
## cell families (layout without fill, tap and decap cells)
family / Yosys count / count (layout) / share of synthesized area (%)
AOI/OAI and AO/OA: 11 / 11 / 22.87
xor gates and xnor gates: 6 / 6 / 11.57
adders and majority gates: 9 / 9 / 26.45
buffers and inverters: 13 / 33 / 17.36
and+or+nand+nor: 15 / 15 / 21.76
## worst min-delay path, cell delays in order
cell and delay, ns:
sky130_fd_sc_hd__clkdlybuf4s50_1 0.43, sky130_fd_sc_hd__inv_1 0.08, sky130_fd_sc_hd__fa_1 0.15, sky130_fd_sc_hd__inv_1 0.03, sky130_fd_sc_hd__clkdlybuf4s50_1 0.39
## layer usage
metal / vias up / share of wire, % / track usage [%]
li1: 232 / - / -
met4: 0 / 0 / 0
met2: 12 / 49 / 6.260
met1: 192 / 45 / 4.434
met3: 0 / 6.5 / 0.4545
met5: - / 0 / 0
Power and IR drop assume default switching activity.
