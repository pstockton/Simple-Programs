==> flow/design.v <==
`timescale 1ns / 1ps
module subt_16bit (
	output [15:0] difference,
	output borrow,
	input [15:0] a, b,
	input cin);
	wire w;
	subt_8bit s8b0 (difference[7:0], w, a[7:0], b[7:0], cin);
	subt_8bit s8b1 (difference[15:8], borrow, a[15:8], b[15:8], w);
endmodule
module subt_8bit (
	output [7:0] difference,
	output borrow,
	input [7:0] a, b,
	input cin);
	wire w;
	subt_4bit s4b0 (difference[3:0], w, a[3:0], b[3:0], cin);
	subt_4bit s4b1 (difference[7:4], borrow, a[7:4], b[7:4], w);
endmodule
module subt_4bit (
	output [3:0] difference,
	output borrow,
	input [3:0] a, b,
	input cin);
	wire [2:0] w;
	subt_1bit s1b0 (difference[0], w[0], a[0], b[0], cin);
	subt_1bit s1b1 (difference[1], w[1], a[1], b[1], w[0]);
	subt_1bit s1b2 (difference[2], w[2], a[2], b[2], w[1]);
	subt_1bit s1b3 (difference[3], borrow, a[3], b[3], w[2]);
endmodule
module subt_1bit (
	output difference, borrow,
	input a, b, cin);
	assign difference = a ^ b ^ cin;
	assign borrow = ((~a)&b) | ((~a)&cin) | (b&cin);
endmodule
==> flow/config.mk <==
export PLATFORM = sky130hd
export DESIGN_NAME = subt_16bit
export DESIGN_NICKNAME = subt_16bit
export VERILOG_FILES = /design/flow/design.v
export SDC_FILE = /design/flow/constraint.sdc
export NUM_CORES = 4
export LEC_CHECK = 1
export CORE_AREA = 10 10 70 70
export DIE_AREA = 0 0 80 80
==> flow/run.sh <==
#!/bin/bash
# OpenROAD 26Q1-2900-gdf79404cd8, Yosys 0.63+post, stock flow scripts
make -C /OpenROAD-flow-scripts/flow DESIGN_CONFIG=/design/flow/config.mk WORK_HOME=/design/flow/orfs finish
==> flow/constraint.sdc <==
current_design subt_16bit

set clk_period 9.6
set clk_io_pct 0.2

create_clock -name clk0 -period $clk_period

set non_clock_inputs [all_inputs -no_clocks]
set_input_delay [expr $clk_period * $clk_io_pct] -clock clk0 $non_clock_inputs
set_output_delay [expr $clk_period * $clk_io_pct] -clock clk0 [all_outputs]
==> results.txt <==
Implementation status.

- ~50 I/O pins were placed.
- The net switching fraction of the power is 30.1%.
- The run finished, with violations left.
- The area growth from synthesis to layout is 81.1%.
- The share of total power dissipated in sequential elements is 0%.
- The average instance in the mapped netlist occupies between 8 and 9 µm².
- In this run the static leakage power is 0.482 nW.
- The final worst setup slack is -0.0459 ns.
- The first global-routing pass estimated 2350 µm of wire.
- Timing analysis after detailed placement gives a worst setup slack of -0.885 ns.
- The sequential-to-total area share from yosys stat is 0%.
- Headroom to the max-slew limit came out at 92.9%.
- The classification of the worst setup path is in -> out.
- The number of maximum-capacitance violations recorded for the run is 0.
- The shortest period the worst path allows is roughly 9.6 ns.
- The combinational fraction of design power is around 100%.
- The detailed placer reported the number of placed instances as 146.
- The post-synthesis instance total is 66.
- The internal power summed over all cells is 0.0418 mW.
- The biggest area contributor in the post-synthesis netlist is sky130_fd_sc_hd__fa_1.
- The net switching power in the latest report is 0.0180 mW.
- The vertical die size is approximately 80 µm.
- On the final layout, the worst hold slack is 4.58 ns.
- The routed layout has 463 vias.
- The class of the tightest hold or removal check is in -> out.
- The global placement routability congestion is about 0.83.
- The horizontal die dimension is around 80 µm.
- The synthesized netlist occupies a cell area of ~570 µm².
- The iteration-0 DRC count of the detailed router is 0.
- The total setup violations reported at the end of the flow is 1.
- The routed wire length per instance is roughly 10 µm.
- VDD sags by at most 0.0000220 V.
- The measured slew at the worst slew-check pin is 0.107 ns.
- The count of final hold-check violations is 0.
- After detailed routing, the total wire length is between 1500 and 2000 µm.
- The cts-stage hold buffer count is 0.
- The global-route congestion overflow total is 0.
- STA lists the startpoint of the worst hold path as a[0].
- According to the timing report, the data required time at the worst endpoint equals between 7 and 8 ns.
- The final tally of max-slew violations is 0.
- The worst setup path is launched from a primary input.
- The die covers 6400 µm².
- For this run, the number of standard cells in the final layout without fillers is 146.
- The checks that failed: negative setup slack.
- The clock tree buffer count of the final layout is 0.
- The arrival time at the worst endpoint is 7.73 ns.
- The number of sequential cells reported for the layout is 0.
- The end point of the worst hold path is difference[0].
- The post-route antenna net violation count is 0.
- The count of input and output buffers is roughly 50.
- The number of standard-cell rows in the floorplan is 21.
- The beginning of the critical path is b[0].
- The count of instantiated cells in the yosys netlist is around 66.
- The power density relative to cell area is 58.1 nW/µm².
- Across all stage logs, warnings added up to 34.
- The share of power burned in the clock network is 0%.
- The yosys-reported design area after synthesis is 568 µm².
- The number of remaining DRC errors is 0.
- The script logs the ratio of routed vias to standard cells as roughly 3.2.
- The post-synthesis cell type count is 3.
- The number of antenna violations at the first check in global routing was 0.
- The highest clock rate is just over 0.1 GHz.
- The total global routing track utilization is under 10%.
- The portion of the clock cycle consumed by the worst path in the final layout is 100%.
- The total of warnings raised by yosys is 0.
- The largest net degree at the start of global routing is 2.
- In the placement report, post-DP HPWL is listed as around 1500 µm.
- After layout, the design draws a total of roughly 0.060 mW.
- For this run, the detailed router's first-pass iteration total came to 1.
- Of all nets on the critical path, the largest fanout is 1.
- STA classifies the critical path endpoint as an output port.
- The final antenna diode count is 0.
- Per the final layout report, the fraction of cells sized above drive strength 1 comes to between 20% and 30%.
- The via count of the first global-routing pass is 507.
- Setup repair after global routing could not meet its margin everywhere.
- Sorting the synthesized cells by area gives the leading types as sky130_fd_sc_hd__fa_1, sky130_fd_sc_hd__inv_1, sky130_fd_sc_hd__buf_4.
- In the hold timing report, the worst path depth is 3.
- The share of synthesized area in the top cell type comes to between 50% and 60%.
- The final core utilization is 30.1%.
- The sequential standard cell area is 0 µm².
- In this run the standard cell core region covers roughly 3400 µm².
- At the floorplan stage, the core utilization is reported as 16.6%.
-- critical path, stage by stage --
cell and delay, ns:
sky130_fd_sc_hd__buf_6 0.10, sky130_fd_sc_hd__inv_4 0.04, sky130_fd_sc_hd__fa_2 0.18, sky130_fd_sc_hd__inv_2 0.04, sky130_fd_sc_hd__fa_2 0.34, sky130_fd_sc_hd__fa_2 0.40
sky130_fd_sc_hd__fa_2 0.35, sky130_fd_sc_hd__fa_2 0.34, sky130_fd_sc_hd__fa_2 0.34, sky130_fd_sc_hd__fa_2 0.34, sky130_fd_sc_hd__fa_2 0.34, sky130_fd_sc_hd__fa_2 0.34
sky130_fd_sc_hd__fa_2 0.34, sky130_fd_sc_hd__fa_2 0.34, sky130_fd_sc_hd__fa_2 0.35, sky130_fd_sc_hd__fa_2 0.35, sky130_fd_sc_hd__fa_2 0.34, sky130_fd_sc_hd__fa_2 0.34
sky130_fd_sc_hd__inv_2 0.06, sky130_fd_sc_hd__fa_2 0.41, sky130_fd_sc_hd__buf_2 0.12
-- cell type report --
| cell class | instances | area [µm²] |
|---|---|---|
| tap | 46 | 57.6 |
| inverter | 34 | 130 |
| fill | 354 | 2390 |
| multi-input combinational | 16 | 360 |
| timing repair buffer | 50 | 480 |
-- power groups by stage --
stage                 logic [mW]  clock network [mW]  registers [mW]
after global routing      0.0696                   0               0
final                     0.0598                   0               0
after CTS                 0.0618                   0               0
-- through the flow --
step | setup TNS (ns) | area (µm²)
2_1_floorplan | 0 | 591
3_5_place_dp | -2.33 | 1030
5_1_grt | -0.237 | 1030
3_3_place_gp | -2.27 | 1030
6_report | -0.0459 | 1030
4_1_cts | -0.0784 | 1030
-- logic make-up (layout without fill, tap and decap cells) --
kind of cell | count (synthesis) | in the layout | share of synthesized area [%]
adders and majority gates | 16 | 16 | 56.4
buffers and inverters | 50 | 84 | 43.6
-- how the worst max path moves through the flow --
| stage | to | slack [ns] | depth (start not counted) |
|---|---|---|---|
| CTS | difference[15] | -0.08 | 21 |
| global route | difference[15] | -0.24 | 21 |
| finish | difference[15] | -0.05 | 21 |
-- Yosys cell counts --
master                  number
sky130_fd_sc_hd__buf_4      16
sky130_fd_sc_hd__fa_1       16
sky130_fd_sc_hd__inv_1      34
-- layout by cell type, fill, tap and decap left out --
cell type                          n
sky130_fd_sc_hd__buf_2             3
sky130_fd_sc_hd__inv_2             4
sky130_fd_sc_hd__inv_4             1
sky130_fd_sc_hd__inv_1            29
sky130_fd_sc_hd__dlygate4sd2_1     2
sky130_fd_sc_hd__fa_2             16
sky130_fd_sc_hd__clkdlybuf4s50_1  42
sky130_fd_sc_hd__buf_6             2
sky130_fd_sc_hd__clkbuf_2          1
-- layer usage --
layer | track usage (%) | wire, µm | part of all wire, %
met1 | 5.49 | 598 | 40
met2 | 4.90 | 373 | 25
met3 | 6.36 | 534 | 35
met4 | 0 | 0 | 0
met5 | 0 | 0 | 0
-- timing repair --
item                       in CTS  in global routing
setup endpoints to repair       4                  3
pin swaps                       1                  0
setup buffers                   0                  0
resized                        34                  2
Power is estimated from default activity; no workload was simulated.
