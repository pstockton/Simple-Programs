[flow/config.mk]
export PLATFORM = sky130hd
export DESIGN_NAME = ArrayMult64x64
export DESIGN_NICKNAME = ArrayMult64x64
export VERILOG_FILES = /design/flow/design.v
export SDC_FILE = /design/flow/constraint.sdc
export NUM_CORES = 4
export LEC_CHECK = 1
export CORE_UTILIZATION = 40
[flow/constraint.sdc]
current_design ArrayMult64x64

set clk_period 122.4
set clk_io_pct 0.2

create_clock -name clk0 -period $clk_period

set non_clock_inputs [all_inputs -no_clocks]
set_input_delay [expr $clk_period * $clk_io_pct] -clock clk0 $non_clock_inputs
set_output_delay [expr $clk_period * $clk_io_pct] -clock clk0 [all_outputs]
[flow/design.v]
`timescale 1ns / 1ps
module ArrayMult64x64(Prod, A, B);
    output [127:0] Prod;
    input [63:0] A;
    input [63:0] B;
    wire [4:0] carry;
    wire [127:0] w1;
    wire [127:0] w2;
    wire [31:0] Sum0;
    wire [31:0] Sum1;
    Mult32b M320(w1[63:0], A[31:0], B[31:0]);
    Mult32b M321(w1[127:64], A[31:0], B[63:32]);
    Mult32b M322(w2[63:0], A[63:32], B[31:0]);
    Mult32b M323(w2[127:64], A[63:32], B[63:32]);
    FA32b F320(Sum0[31:0], carry[0], w1[63:32], w1[95:64], 1'b0);
    FA32b F321(Prod[63:32], carry[1], w2[31:0], Sum0[31:0], carry[0]);
    FA32b F322(Sum1[31:0], carry[2], w2[63:32], w1[127:96], carry[1]);
    FA32b F323(Prod[95:64], carry[3], w2[95:64], Sum1[31:0], carry[2]);
    FA32b F324(Prod[127:96], carry[4], w2[127:96], 32'd0, carry[3]);
    assign Prod[31:0] = w1[31:0];
endmodule
module Mult32b(Prod, A, B);
    output [63:0] Prod;
    input [31:0] A;
    input [31:0] B;
    wire [4:0] carry;
    wire [63:0] w1;
    wire [63:0] w2;
    wire [15:0] Sum0;
    wire [15:0] Sum1;
    Mult16b M160(w1[31:0], A[15:0], B[15:0]);
    Mult16b M161(w1[63:32], A[15:0], B[31:16]);
    Mult16b M162(w2[31:0], A[31:16], B[15:0]);
    Mult16b M163(w2[63:32], A[31:16], B[31:16]);
    FA16b F160(Sum0[15:0], carry[0], w1[31:16], w1[47:32], 1'b0);
    FA16b F161(Prod[31:16], carry[1], w2[15:0], Sum0[15:0], carry[0]);
    FA16b F162(Sum1[15:0], carry[2], w2[31:16], w1[63:48], carry[1]);
    FA16b F163(Prod[47:32], carry[3], w2[47:32], Sum1[15:0], carry[2]);
    FA16b F164(Prod[63:48], carry[4], w2[63:48], 16'd0, carry[3]);
    assign Prod[15:0] = w1[15:0];
endmodule
module Mult16b(Prod, A, B);
    output [31:0] Prod;
    input [15:0] A;
    input [15:0] B;
    wire [4:0] carry;
    wire [31:0] w1;
    wire [31:0] w2;
    wire [7:0] Sum0;
    wire [7:0] Sum1;
    Mult8b M80(w1[15:0], A[7:0], B[7:0]);
    Mult8b M81(w1[31:16], A[7:0], B[15:8]);
    Mult8b M82(w2[15:0], A[15:8], B[7:0]);
    Mult8b M83(w2[31:16], A[15:8], B[15:8]);
    FA8b F80(Sum0[7:0], carry[0], w1[15:8], w1[23:16], 1'b0);
    FA8b F81(Prod[15:8], carry[1], w2[7:0], Sum0[7:0], carry[0]);
    FA8b F82(Sum1[7:0], carry[2], w2[15:8], w1[31:24], carry[1]);
    FA8b F83(Prod[23:16], carry[3], w2[23:16], Sum1[7:0], carry[2]);
    FA8b F84(Prod[31:24], carry[4], w2[31:24], 8'd0, carry[3]);
    assign Prod[7:0] = w1[7:0];
endmodule
module Mult8b(Prod, A, B);
    output [15:0] Prod;
    input [7:0] A;
    input [7:0] B;
    wire [4:0] carry;
    wire [15:0] w1;
    wire [15:0] w2;
    wire [3:0] Sum0;
    wire [3:0] Sum1;
    Mult4b M40(w1[7:0], A[3:0], B[3:0]);
    Mult4b M41(w1[15:8], A[3:0], B[7:4]);
    Mult4b M42(w2[15:8], A[7:4], B[7:4]);
    Mult4b M43(w2[7:0], A[7:4], B[3:0]);
    FA4b F0(Sum0[3:0], carry[0], w1[7:4], w1[11:8], 1'b0);
    FA4b F1(Prod[7:4], carry[1], w2[3:0], Sum0[3:0], carry[0]);
    FA4b F2(Sum1[3:0], carry[2], w2[7:4], w1[15:12], carry[1]);
    FA4b F3(Prod[11:8], carry[3], w2[11:8], Sum1[3:0], carry[2]);
    FA4b F4(Prod[15:12], carry[4], w2[15:12], 4'd0, carry[3]);
    assign Prod[3:0] = w1[3:0];
endmodule
module Mult4b(Prod, A, B);
    output [7:0] Prod;
    input [3:0] A;
    input [3:0] B;
    wire [16:0] w;
    assign Prod[0] = (A[0]&B[0]);
    HA HA0(Prod[1], w[0], (A[1]&B[0]), (A[0]&B[1]));
    FA FA0(w[1], w[2], (A[1]&B[1]), (A[0]&B[2]), w[0]);
    FA FA1(w[3], w[4], (A[1]&B[2]), (A[0]&B[3]), w[2]);
    HA HA1(w[5], w[6], (A[1]&B[3]), w[4]);
    HA HA2(Prod[2], w[14], w[1], (A[2]&B[0]));
    FA FA2(w[13], w[15], w[3], (A[2]&B[1]), w[14]);
    FA FA3(w[12], w[16], w[5], (A[2]&B[2]), w[15]);
    FA FA4(w[8], w[7], w[6], (A[2]&B[3]), w[16]);
    HA HA3(Prod[3], w[11], w[13], (A[3]&B[0]));
    FA FA5(Prod[4], w[10], w[12], (A[3]&B[1]), w[11]);
    FA FA6(Prod[5], w[9], w[8], (A[3]&B[2]), w[10]);
    FA FA7(Prod[6], Prod[7], w[7], (A[3]&B[3]), w[9]);
endmodule
module FA32b(Sum, Cout, A, B, Cin);
    output [31:0] Sum;
    output Cout;
    input [31:0] A;
    input [31:0] B;
    input Cin;
    wire carry;
    FA16b FA160(Sum[15:0], carry, A[15:0], B[15:0], Cin);
    FA16b FA161(Sum[31:16], Cout, A[31:16], B[31:16], carry);
endmodule
module FA16b(Sum, Cout, A, B, Cin);
    output [15:0] Sum;
    output Cout;
    input [15:0] A;
    input [15:0] B;
    input Cin;
    wire carry;
    FA8b FA80(Sum[7:0], carry, A[7:0], B[7:0], Cin);
    FA8b FA81(Sum[15:8], Cout, A[15:8], B[15:8], carry);
endmodule
module FA8b(Sum, Cout, A, B, Cin);
    output [7:0] Sum;
    output Cout;
    input [7:0] A;
    input [7:0] B;
    input Cin;
    wire carry;
    FA4b FA4b0(Sum[3:0], carry, A[3:0], B[3:0], Cin);
    FA4b FA4b1(Sum[7:4], Cout, A[7:4], B[7:4], carry);
endmodule
module FA4b(Sum, Cout, A, B, Cin);
    output [3:0] Sum;
    output Cout;
    input [3:0] A;
    input [3:0] B;
    input Cin;
    wire [2:0] carry;
    FA FA0(Sum[0], carry[0], A[0], B[0], Cin);
    FA FA1(Sum[1], carry[1], A[1], B[1], carry[0]);
    FA FA2(Sum[2], carry[2], A[2], B[2], carry[1]);
    FA FA3(Sum[3], Cout, A[3], B[3], carry[2]);
endmodule
module FA(Sum, Cout, A, B, Cin);
    output Sum, Cout;
    input A, B, Cin;
    assign Sum = (A^B^Cin);  
    assign Cout = ((A&B) | (A&Cin) | (B&Cin));  
endmodule
module HA(Sum, Cout, A, B);
    output Sum, Cout;
    input A, B;
    assign Sum = A^B;  
    assign Cout = A&B;  
endmodule
[flow/run.sh]
#!/bin/bash
# OpenROAD 26Q1-2900-gdf79404cd8, Yosys 0.63+post, stock flow scripts
make -C /OpenROAD-flow-scripts/flow DESIGN_CONFIG=/design/flow/config.mk WORK_HOME=/design/flow/orfs finish
==> qor.yml <==
worst_hold_path:
  hold_depth: 3
  hold_class: "input port to primary output"
  hp-start: "A[0]"
  whs_endpoint: "Prod[0]"
yosys:
  ys_area_um2: 146000
  top_cell_area_share_pct: 53.4
  synthCells: 16000
  yosys_warnings: 0
  yosysSeqAreaShare_pct: 0
  ys_cells: 16000
  netlist_area_um2: 146000
  yosysUniqueCellTypes: 12
  topCellsByArea: "fa_1 53%, inv_1 14%, and2_1 13%, ha_1 13%, nand2_1 2.7%"
  yosys.area.top_type: "fa_1"
  avgSynthCellArea_um2: 9.09
final_timing:
  fin_ws_ns: -4.32
  period_needed_ns: 126.72
  fmax_mhz: 7.89
  hold_violations: 0
  setup_viol: 25
  rsz0062_at_grt: "yes"
  finalMaxSlewViolations: 0
  slew-limit-headroom_pct: 51.3
  fin_tns_setup_ns: -50.03
  worst_pin_slew_ns: 0.731
  post-route-period-util_pct: 104
placed_design:
  gp_congestion: 1.00
  place_ws_ns: -6.24
  hpwl_um: 328000
  port_buffers: 256
flow_run:
  drv_cap: 0
  warnings: 36
critical_path:
  crit_path_top_delay_cell: "fa_1"
  crit_family: "adder cells"
  endpoint_kind: "primary output"
  cp-start-kind: "input port"
  critPathMaxFanout: 2
  critical_path.n_buffers_inverters: 30
  cpMostUsedCell: "fa_2"
  slowest_delay_ns: 0.53
  arrival_ns: 102.24
  cp.required_ns: 97.92
  path_class: "input port to primary output"
global_route:
  grt_use_total_pct: 24.4
  grt_pass1_vias: 102000
  grt_max_degree: 63
  gr-total-overflow: 0
  grt_antenna_before_repair: 51
  grt_pass1_wl_um: 619000
power_and_ir_drop:
  vdd_ir_drop_max_uv: 2700
  p_int_mw: 29.5
  leakage_nw: 81.9
  switchingPower_mw: 28.0
  p_per_area_nw_per_um2: 379
  sw_frac_of_total_pct: 48.7
die:
  initial_core_util_pct: 40.2
  die_h_um: 605
  chipArea_um2: 367000
  die-width_um: 605
  pin_count: 256
  core_region_area_um2: 362000
  rows: 221
final_layout:
  area_growth_pct: 4.24
  seqCellArea_um2: 0
  flop-count: 0
  fillers: 35800
  layout.cells.most_common_list: "5429 x inv_1, 3664 x fa_1, 3027 x and2_1, 1471 x ha_1, 1066 x nand2_1"
  lay_top_count: "inv_1"
  clock_buffer_count: 0
  drive_above_1_share_pct: 4.69
status:
  violations: "negative setup slack"
  status: "finished, violations left"
route:
  drt_pre_antenna_iters: 5
  drc: 0
  drt.antenna.violating_nets: 0
  via_count: 92400
  routed_wl_um: 391000
  vias_per_cell: 4.53
  wl_per_cell_um: 19.2
  drt_iter0_markers: 2717
clocking:
  cts_hold_buf: 0
  post-cts-setup-buffers: 0
-- cells by family after synthesis --
kind of cell | count (synthesis) | synth area share (%)
XOR/XNOR | 84 | 0.515
adder cells (fa/ha/maj) | 5387 | 66.3
buffers and inverters | 6457 | 17.4
AND/OR/NAND/NOR | 4096 | 15.8
-- metal layers --
| layer | part of all wire, % | GRT usage, % | up-vias |
|---|---|---|---|
| met2 | 46 | 37.6 | 2208 |
| met1 | 39 | 32.3 | 47600 |
| met5 | 0.044 | 0 | - |
| met4 | 3.7 | 6.34 | 28 |
| met3 | 11 | 11.3 | 314 |
| li1 | - | - | 42300 |
-- cell type report --
type,instances,area [um2],area share [%]
tap,4794,6000,3.95
inverter,5457,20500,13.5
timing repair buffer,544,4050,2.67
antenna,26,65.1,0.0429
multi-input combinational,9567,121000,79.8
-- Yosys cell counts (all sizes together) --
master,instances
buf,562
fa,3883
ha,1504
xnor2,72
clkbuf,438
inv,5457
xnor3,1
nand2,1066
and2,3030
xor2,11
-- worst min-delay path: stages --
cell and delay, ns:
buf_6 0.12, and2_1 0.22, clkdlybuf4s50_1 0.50
-- through the flow --
step	power [mW]	cell area, um2	utilization (%)	hold WS [ns]	std cells
global placement	57.2	151000	41.8	49.87	20400
CTS	58.9	152000	41.9	49.80	20400
floorplan	28.9	146000	-	49.36	16000
global route	62.0	152000	41.9	49.83	20400
detailed placement	57.3	151000	41.8	49.86	20400
finish	57.5	152000	41.9	49.80	20400
-- worst max-delay path by stage --
stage,from,to,slack [ns],cells past startpoint
finish,B[0],Prod[127],-4.32,285
global route,B[0],Prod[127],-6.17,285
CTS,B[0],Prod[127],-4.38,285
-- timing repair --
item | CTS | global route
resized | 175 | 68
endpoints found under the setup margin | 33 | 36
pin swaps | 12 | 2
Power and IR drop assume default switching activity.
